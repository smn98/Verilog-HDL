--- flow/design.v ---
`timescale 1ns / 1ps
module alu_1(
    output [7:0] y,
    input [3:0] a,
    input [3:0] b,
    input [2:0] s
    );
reg [7:0] y;
always@(a, b,s) begin
	case(s)
		3'b000: y = a + b;
		3'b001: y = a - b;
		3'b010: y = a & b;
		3'b011: y = a | b;
		3'b100: y = 4'b1111^a;
		3'b101: y = (4'b1111^a) + 1'b1;
		3'b110: y = a * b;
		3'b111: begin
						y = a;
						y = y >> 1'b1;
				  end
	endcase
end
endmodule
--- flow/run.sh ---
#!/bin/bash
# OpenROAD 26Q1-2900-gdf79404cd8, Yosys 0.63+post, stock flow scripts
make -C /OpenROAD-flow-scripts/flow DESIGN_CONFIG=/design/flow/config.mk WORK_HOME=/design/flow/orfs finish
--- flow/config.mk ---
export PLATFORM = sky130hd
export DESIGN_NAME = alu_1
export DESIGN_NICKNAME = alu_1
export VERILOG_FILES = /design/flow/design.v
export SDC_FILE = /design/flow/constraint.sdc
export NUM_CORES = 4
export LEC_CHECK = 1
export CORE_AREA = 10 10 90 90
export DIE_AREA = 0 0 100 100
--- flow/constraint.sdc ---
current_design alu_1

set clk_period 4.7
set clk_io_pct 0.2

create_clock -name clk0 -period $clk_period

set non_clock_inputs [all_inputs -no_clocks]
set_input_delay [expr $clk_period * $clk_io_pct] -clock clk0 $non_clock_inputs
set_output_delay [expr $clk_period * $clk_io_pct] -clock clk0 [all_outputs]
==> results_dict.tcl <==
# metrics dict for downstream scripts
set metrics [dict create \
    placed_cells 261 \
    grt.met1_usage_pct 9.29 \
    route.final.wire_length_um 3290 \
    syn_avg_cell_area_um2 7.52 \
    path_buffers 5 \
    synth.most_common_cell "ha_1" \
    grt_most_used_layer "met2" \
    relSlewSlack_pct 57.5 \
    worst-endpoint-arrival_ps 3600 \
    setup_tns_ps 0 \
    wl_per_cell_um 12.6 \
    combPwrFrac_pct 100.0 \
    post_route_cells_drive_above_1_share_pct 23.9 \
    timing.critical_path.slowest_stage_cell "clkdlybuf4s50_1" \
    yosys-stat-area_um2 1130 \
    post_layout_nonfiller_instances 261 \
    critical_path.most_common_cell "clkdlybuf4s50_1" \
    core_region_area_um2 6280 \
    post_route_cell_area_um2 1580 \
    highest_clock_rate_mhz 220 \
    yosys_warnings 1 \
    finalMaxSlewViolations 0 \
    die-area_um2 10000 \
    vias_per_cell 4.47 \
    setup_viol 0 \
    use_met3_pct 0.625 \
    start_kind "input port" \
    worst-setup-path-type "in -> out" \
    ant_nets 0 \
    nFlopsAndLatches 0 \
    synthesis.instances 151 \
    placed_cell_area_um2 1540 \
    ir_drop_mv 0.0329 \
    crit_path_leading_delay_family "buffers and inverters" \
    grt_start_max_net_pins 18 \
    ys_top_cells_by_count "ha_1 (25), inv_1 (20), nor2_1 (15)" \
    row_count 29 \
    die-height_um 100 \
    sequentialPowerShare_pct 0 \
    postSynthSeqShare_pct 0 \
    power.share.clock_pct 0 \
    netlist.top_cell.by_area "ha_1" \
    number_of_hold_violations_in_the_final_report 0 \
    num_vias 1167 \
    mappedNetlistArea_um2 1130 \
    yosys.cell_types.count 40 \
    n_clock_buffer 0 \
    rsz0062_at_grt "false" \
    swShare_pct 49.1 \
    p_switching_uw 84.7 \
    io-pin-count 19 \
    hold_ws_ps 2630 \
    numPortBuffers 19 \
    synth_stat.cells 151 \
    power_per_cell_area_nw_per_um2 109 \
    postCtsHoldBufs 0 \
    grt_pass1_wl_um 5790 \
    dp.final_hpwl_um 2810 \
    die_w_um 100 \
    worstPathCellList "clkdlybuf4s50_1 > inv_1 > buf_4 > nor2_1 > fa_1 > buf_6 > ha_4 > a211oi_4 > o21bai_1 > mux2i_1 > nand3_1 > clkdlybuf4s50_1" \
    initial_utilization_pct 18.1 \
    share_of_yosys_cell_area_claimed_by_the_top_area_cell_type_pct 27.6 \
    p_leak_uw 0.000726 \
    crit_fanout 4 \
    number_of_antenna_violations_at_the_first_check_in_global_routing 0 \
    globalRoute.totalOverflow 0 \
    finalPower_uw 173 \
    max-cap-violations 0 \
    vias_in_the_first_global_route 1261 \
    detailedRoute.firstIterationViolations 72 \
    ys_top_cells_by_area "ha_1 (28%), fa_1 (11%), inv_1 (6.6%), nor2_1 (5.0%), o21ai_0 (4.0%)" \
    gp_congestion 0.893 \
    req_time_crit_path_ps 3760 \
    seq_area_um2 0 \
    finalClockPeriodUsage_pct 96.6 \
    layout-area-overhead-vs-synth_pct 39.1 \
    worstSetupEndpointType "primary output" \
    worstHoldPathType "in -> out" \
    grt.total_usage_pct 6.77 \
    tightestPinTransition_ps 635 \
    power.internal_uw 87.8 \
    cpPeakStageDelay_ps 470 \
    outcome "finished clean" \
    final.min_clock_period_ps 4540 \
    drc 0 \
    detail_route.antenna_diodes 0 \
    detail_route.first_pass.iterations 4 \
    number_of_openroad_warnings 40 \
    globalRouteMet2Util_pct 11.5 \
]
==> tightest hold or removal path: stages <==
cell	delay, ps
clkbuf_2	90
buf_4	170
nor2_1	60
nand4_1	80
a32oi_1	110
dlygate4sd2_1	240
==> logic make-up (layout without fill, tap and decap cells) <==
family | after synthesis | in the layout | share of synthesized area, %
AOI/OAI and AO/OA | 41 | 41 | 26.5
xor gates and xnor gates | 5 | 5 | 3.86
muxes | 1 | 1 | 0.882
buffers and inverters | 27 | 60 | 10.0
and+or+nand+nor | 46 | 46 | 20.6
adders and majority gates | 31 | 31 | 38.1
==> repair_timing <==
action | CTS | global route
endpoints found under the setup margin | 5 | 5
cloned | 0 | 0
resized | 19 | 18
setup buffers | 0 | 0
pin swaps | 9 | 6
==> cells in the final DEF (no fill, tap or decap), types with 3 or more instances in the layout <==
cell	synthesis	routed
nand3_1	4	4
ha_1	25	22
clkbuf_2	0	6
nor3_1	5	5
nor2_1	15	13
inv_1	20	19
xor2_1	4	4
ha_4	0	3
nor3b_1	3	3
nor2b_1	3	3
nand2b_1	4	4
o21ai_0	9	7
a21oi_1	6	6
o21a_1	3	3
clkdlybuf4s50_1	0	10
buf_4	0	19
a22oi_1	3	3
nand2_1	7	5
dlygate4sd2_1	0	3
fa_1	6	5
o21ai_1	2	3
==> layer usage <==
metal / vias to the layer above / share of wire, %
met5: - / 0
met4: 0 / 0
met3: 0 / 2.7
met2: 13 / 49
met1: 552 / 48
li1: 602 / -
==> metrics by stage <==
stage / util, % / setup WS (ps)
3_5_place_dp: 24.5 / -555
2_1_floorplan: - / 428
4_1_cts: 25.2 / 11.1
3_3_place_gp: 24.5 / -571
6_report: 25.2 / 158
5_1_grt: 25.2 / 5.03
==> layout make-up <==
class              count  area [um^2]
well taps             77         96.3
fillers              683         4700
inverters             21         78.8
multi-input cells    124         1090
repair buffers        39          310
==> path summary, 6_finish.rpt <==
check | from | to | depth (start not counted)
min | a[2] | y[4] | 6
max | a[3] | y[7] | 12
==> power groups by stage <==
| stage | sequential (uW) | clock, uW | combinational, uW |
|---|---|---|---|
| 6_report | 0 | 0 | 173 |
| 5_1_grt | 0 | 0 | 196 |
| 4_1_cts | 0 | 0 | 168 |
Power figures rest on the tool's default switching activity, not on a simulated workload.
