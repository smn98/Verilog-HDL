==> flow/config.mk <==
export PLATFORM = sky130hd
export DESIGN_NAME = csa
export DESIGN_NICKNAME = csa
export VERILOG_FILES = /design/flow/design.v
export SDC_FILE = /design/flow/constraint.sdc
export NUM_CORES = 4
export LEC_CHECK = 1
export CORE_AREA = 10 10 70 70
export DIE_AREA = 0 0 80 80
==> flow/constraint.sdc <==
current_design csa

set clk_period 3.8
set clk_io_pct 0.2

create_clock -name clk0 -period $clk_period

set non_clock_inputs [all_inputs -no_clocks]
set_input_delay [expr $clk_period * $clk_io_pct] -clock clk0 $non_clock_inputs
set_output_delay [expr $clk_period * $clk_io_pct] -clock clk0 [all_outputs]
==> flow/design.v <==
`timescale 1ns / 1ps
module csa(
    input [3:0] a,
    input [3:0] b,
    output [4:0] s,
    input cin,
    output cout
    );
wire [4:0]s;
wire s1,s2,s3,c0,c1,c3,c2;
full_adder f1(a[0], b[0], cin, s[0], c1), f2(a[1], b[1], 0, s1, c2), f3(a[2], b[2], 0, s2, c3), f4(a[3], b[3], 0, s3, c4);
cla c_1({c4,c3,c2,c1},{0,s3,s2,s1}, s[4:1], cout, 0);
endmodule
`timescale 1ns / 1ps
module full_adder(
    input a,
    input b,
    input cin,
    output s,
    output cout
    );
assign s = a ^ b ^ cin;
assign cout = (a & b) | (cin & b) | (a & cin);
endmodule
`timescale 1ns / 1ps
module cla(
    input [3:0] a,
    input [3:0] b,
    output [3:0] s,
    output cout,
    input cin
    );
wire [3:0]s;
wire c1,c3,c2;
full_adder f1(a[0], b[0], cin, s[0], c1), f2(a[1], b[1], c1, s[1], c2), f3(a[2], b[2], c2, s[2], c3), f4(a[3], b[3], c3, s[3], cout);
endmodule
==> flow/run.sh <==
#!/bin/bash
# OpenROAD 26Q1-2900-gdf79404cd8, Yosys 0.63+post, stock flow scripts
make -C /OpenROAD-flow-scripts/flow DESIGN_CONFIG=/design/flow/config.mk WORK_HOME=/design/flow/orfs finish
==> impl_metrics.toml <==
# implementation run metrics
[worst_setup_path]
max_stage_delay_ps = 520
worstPathCellList = "clkdlybuf4s50_1 -> ha_1 -> ha_4 -> inv_2 -> fa_2 -> fa_2 -> inv_1 -> dlygate4sd2_1"
end_kind = "primary output"
worstPathArrival_ps = 2750
cp_slowest_cell = "sky130_fd_sc_hd__fa_2"
path_class = "primary input to primary output"
timing.critical_path.mode_cell = "sky130_fd_sc_hd__fa_2"
path_max_fanout = 1
critPathTopFamily = "adder cells"
startpoint_of_the_worst_setup_timing_path = "a[1]"
required_ps = 3040
critPathLaunchType = "primary input"
crit_buf_inv = 4

[routing]
routed_length_on_met3_um = 40
route.antenna.diode_count = 0
detail-route-antenna-nets = 0
drtPass1Iterations = 2
detailroute.via_count = 159
met2WireLength_um = 281
route.final.wire_length_um = 538
detail_route.wirelength.met1_um = 216
routed_wire_length_per_instance_um = 6.56
detailedRoute.firstIterationViolations = 2
drt_drc_violations_left = 0
highest_layer = "met3"
vias_per_inst = 1.94

[placed_design]
buffer_ports.inserted = 15
dp_hpwl_um = 512
detailed_place.area_sq_um = 379
count_of_placed_standard_cells_including_taps = 82
gpl.final_weighted_congestion = 0.614
worst_case_setup_slack_after_placement_ps = -369

[synthesis]
ys_cells = 26
yosys.cell_types.count = 4
synthesis.yosys.warnings = 6
synth-seq-area-share_pct = 0
post_synth_area_hogs = "sky130_fd_sc_hd__ha_1, sky130_fd_sc_hd__fa_1, sky130_fd_sc_hd__inv_1"
synth_top_cell_by_area = "sky130_fd_sc_hd__ha_1"
top_cell_area_share_pct = 29.9
synth.yosys.chip_area_sq_um = 209
synthesis.area_per_instance_sq_um = 8.04
syn-instance-count = 26
synth_area_sq_um = 209

[final_timing]
worst_slew_pin_slew_ps = 89.4
timing.final.ws_setup_ps = 289
final.min_clock_period_ps = 3510
maxSlewViolCount = 0
hold_violations = 0
fmax_mhz = 285
grt_setup_unrepaired = "false"
slew_headroom_pct = 94.0
layout_worst_path_cycle_share_pct = 92.4
setup_viol = 0

[power]
vdd_ir_drop_max_v = 0.0000178
powerDensity_nw_per_um2 = 117
power_leakage_nw = 0.207
totalPowerFinal_mw = 0.0468

[job]
max-cap-violations = 0
openroad.warnings = 33

[final_layout]
seq_cell_count = 0
fin_area_sq_um = 400
instances_no_fill = 82
num-clock-buffers = 0
fin_util_pct = 11.7
drive_gt1_share_pct = 25.0
area.growth.synth_to_final_pct = 91.6
seq_area_sq_um = 0

[global_route]
overflow = 0
grt_first_pass_wirelength_um = 945
grt_pass1_vias = 195
gr-usage-all-layers_pct = 1.81
grt_max_degree = 2
number_of_antenna_violations_at_the_first_check_in_global_routing = 0

[cts]
ctsHoldBuffers = 0

[floorplanning]
core_area_sq_um = 3420
dieWidth_um = 80
design.portCount = 15
floorplan.die.height_um = 80
initial_utilization_pct = 6.12
placement_rows = 21
floorplan.die_area_sq_um = 6400

[outcome]
outcome = "completed"

[min_path]
min_path_type = "primary input to primary output"
hold_start = "b[0]"
## through the flow
stage / hold slack (ps) / setup TNS, ps
after global routing: 2360 / 0
after CTS: 2450 / -39.1
after global placement: 2560 / -846
final: 2320 / 0
after floorplan: 1750 / 0
after detailed placement: 2560 / -965
## cells by family (layout without fill, tap and decap cells)
kind of cell	Yosys count	after routing	share of synthesized area, %
fa+ha+maj	8	8	58.7
buf+inv	18	28	41.3
## area by class of cell
type                            instances  area, sq um
Fill cell                             395         3020
Timing Repair Buffer                   15          151
Multi-Input combinational cell          8          143
Tap cell                               46         57.6
Inverter                               13         48.8
## routing by layer
metal	up-vias	track usage (%)
li1	85	-
met2	5	3.29
met1	69	2.12
met4	0	0
met5	-	0
met3	0	0.568
## path summary, 6_finish.rpt
kind                  cells after the start  slack [ps]    to
worst min-delay path                      5        2320  s[0]
worst max-delay path                      8         290  s[3]
## where the power goes
part	switching (mW)	total, mW	internal [mW]
registers	0	0	0
logic	0.0155	0.0468	0.0314
clock network	0	0	0
total	0.0155	0.0468	0.0314
## tightest hold or removal path: cells and delay by family
| kind | cells | cell delay, ps |
|---|---|---|
| buffers and inverters | 4 | 630 |
| adders and majority gates | 1 | 180 |
## cell usage after synthesis
library cell	count
sky130_fd_sc_hd__ha_1	5
sky130_fd_sc_hd__buf_4	5
sky130_fd_sc_hd__inv_1	13
sky130_fd_sc_hd__fa_1	3
## what timing repair did
action                     in CTS  in global routing
setup buffers                   0                  0
resized                        12                  6
setup endpoints to repair       3                  3
pin swaps                       3                  3
## placed cells by master (no fill, tap or decap)
cell	n
sky130_fd_sc_hd__inv_1	9
sky130_fd_sc_hd__ha_4	1
sky130_fd_sc_hd__clkbuf_2	1
sky130_fd_sc_hd__dlymetal6s2s_1	3
sky130_fd_sc_hd__inv_2	4
sky130_fd_sc_hd__dlygate4sd2_1	1
sky130_fd_sc_hd__fa_2	3
sky130_fd_sc_hd__clkdlybuf4s50_1	9
sky130_fd_sc_hd__ha_1	4
sky130_fd_sc_hd__clkdlybuf4s15_1	1
Power figures rest on the tool's default switching activity, not on a simulated workload.
