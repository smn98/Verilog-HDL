==> flow/design.v <==
`timescale 1ns / 1ps
module ram_hor(
    input [7:0] d,
    output [7:0] o,
    input [3:0] addr,
    input cs,
	 input clk,
    input rw
    );
ram1 r1(d[3:0], addr, cs, rw,clk, o[3:0]),  r2(d[7:4], addr, cs, rw, clk, o[7:4]);
endmodule
`timescale 1ns / 1ps
module ram1(
    input [3:0] d,
    input [3:0] addr,
    input cs,
    input rw,
	 input clk,
    output [3:0] o
    );
	reg [3:0] ram [15:0];
	reg [3:0]o;
	always@(posedge clk) begin
		if(rw == 0 && cs == 1) begin
			ram[addr] <= d;
		end
		else if( rw == 1 && cs ==1)
			o <= ram[addr];
	end
endmodule
==> flow/run.sh <==
#!/bin/bash
# OpenROAD 26Q1-2900-gdf79404cd8, Yosys 0.63+post, stock flow scripts
make -C /OpenROAD-flow-scripts/flow DESIGN_CONFIG=/design/flow/config.mk WORK_HOME=/design/flow/orfs finish
==> flow/config.mk <==
export PLATFORM = sky130hd
export DESIGN_NAME = ram_hor
export DESIGN_NICKNAME = ram_hor
export VERILOG_FILES = /design/flow/design.v
export SDC_FILE = /design/flow/constraint.sdc
export NUM_CORES = 4
export LEC_CHECK = 1
export CORE_UTILIZATION = 50
==> flow/constraint.sdc <==
current_design ram_hor

set clk_period 3.5
set clk_io_pct 0.2

create_clock -name clk0 -period $clk_period [get_ports {clk}]

set non_clock_inputs [all_inputs -no_clocks]
set_input_delay [expr $clk_period * $clk_io_pct] -clock clk0 $non_clock_inputs
set_output_delay [expr $clk_period * $clk_io_pct] -clock clk0 [all_outputs]
==> impl_metrics.env <==
# implementation run metrics
export IMPL_synth_flops=136
export IMPL_ir_worst_vdd_mv=0.355
export IMPL_dpl_cell_area_mm2=0.00573
export IMPL_leakagePower_nw=2.11
export IMPL_hold_worst_slack_ps=728
export IMPL_fp_dieH_um=105
export IMPL_dp_hpwl_um=6180
export IMPL_netlist_area_mm2=0.00526
export IMPL_final_hold_viol_count=0
export IMPL_ff_type="edfxtp_1"
export IMPL_edf_count=136
export IMPL_totalWireLength_um=10000
export IMPL_dieArea_mm2=0.0109
export IMPL_cts_tree="done"
export IMPL_topCellsByArea="edfxtp_1 (78%), mux4_1 (10%), mux4_2 (5.1%)"
export IMPL_start_kind="input pin"
export IMPL_rows=37
export IMPL_logic_area_mm2=0.00109
export IMPL_final_cells=430
export IMPL_first_iter_violations=129
export IMPL_drive_gt1_frac=0.214
export IMPL_synth_avg_cell_area_um2=22.5
export IMPL_vias=2477
export IMPL_fin_skew_ps=6.60
export IMPL_crit_fanout=23
export IMPL_gp_congestion=0.787
export IMPL_top_cells_by_count="edfxtp_1 (136), mux4_1 (20), a22oi_1 (16)"
export IMPL_worstMarginPinSlew_ps=773
export IMPL_fmax_ghz=0.442
export IMPL_fp_utilization=0.512
export IMPL_crit_path_start="addr[1]"
export IMPL_hold_start="r1.ram[12][1]$_DFFE_PP_"
export IMPL_largest_area_cell="edfxtp_1"
export IMPL_ys_area_mm2=0.00526
export IMPL_antenna_found_initial=0
export IMPL_cts_resized=0
export IMPL_fillerInstances=727
export IMPL_grt_max_degree=24
export IMPL_required_ps=3760
export IMPL_drv_slew=0
export IMPL_status="complete, no violations"
export IMPL_yosysSeqAreaShare=0.776
export IMPL_yosys_warnings=1
export IMPL_synthArstFlopShare=0
export IMPL_r2r_start="r2.ram[9][1]$_DFFE_PP_"
export IMPL_yosysCellCount=234
export IMPL_netlist_cell_type_count=19
export IMPL_stdcell_area_mm2=0.00634
export IMPL_areaGrowthSynthToFinish_pct=20.5
export IMPL_warnings=25
export IMPL_top_cell="edfxtp_1"
export IMPL_synthDominantCellAreaShare=0.776
export IMPL_n_antenna_cell=0
export IMPL_flop_area_mm2=0.00408
export IMPL_clock_sinks=136
export IMPL_holdBufCountCts=0
export IMPL_clk_latency_ps=510
export IMPL_cp_end_kind="flop"
export IMPL_cp_arrival_ps=2520
export IMPL_setup_violations=0
export IMPL_cts_htree_levels=4
export IMPL_drtPass1Iterations=4
export IMPL_dpl_cell_count=399
export IMPL_synth_cells=234
export IMPL_cts_clk_slew_worst_paths_ps=60
export IMPL_overflow=0
export IMPL_path_class="in2reg"
export IMPL_port_buffer_count=22
export IMPL_drc=0
export IMPL_power_density_mw_per_mm2=600
export IMPL_ant_nets=0
export IMPL_max_slew_margin_rel=0.483
export IMPL_maxCapViolCount=0
export IMPL_die_x_um=105
export IMPL_boundaryPins=23
export IMPL_period_minus_slack_ps=2260
export IMPL_hp_class="reg2reg"
export IMPL_rsz0062_at_grt="no"
export IMPL_grtUsageTotal=0.225
export IMPL_grt_pass1_vias=2685
export IMPL_grt_pass1_wl_um=15600
export IMPL_avgViaCountPerCell=5.76
export IMPL_fin_crit_sh=0.647
export IMPL_numCtsBuffers=17
export IMPL_ctsLongestPathBuffers=2
export IMPL_post_drt_wl_per_cell_um=23.3
export IMPL_fin_tns_setup_ps=0
export IMPL_post_cts_buffers=0
export IMPL_clock_root_buffer="clkbuf_8"
export IMPL_core_area_mm2=0.0103
## sequential cells by signal, indices dropped and copies added, names as in the netlist
signal / count
r1.ram: 64
r2.ram: 64
r1.o: 4
r2.o: 4
## layout make-up
type                    instances  area share
clock inverters                14      0.0316
flip-flops and latches        136       0.644
multi-input cells              85       0.172
repair buffers                 42      0.0596
clock buffers                  17      0.0653
well taps                     136      0.0268
## placed cells by master (no fill, tap or decap), drive strengths merged
cell,synthesis,final
edfxtp,136,136
mux4,32,32
clkdlybuf4s50,0,21
buf,9,21
clkbuf,4,17
a22oi,16,16
nor2,13,13
nand2,10,10
clkinv,0,6
nor3,4,4
bufinv,0,4
nand2b,3,3
nor2b,2,2
and2,2,2
inv,0,2
clkinvlp,0,2
nand4b,1,1
nor3b,1,1
nand4bb,1,1
## stage by stage
step | setup slack (ps) | power, mW | util
2_1_floorplan | 1130 | 1.94 | -
3_3_place_gp | 703 | 2.01 | 0.557
3_5_place_dp | 685 | 2.01 | 0.557
4_1_cts | 1190 | 3.83 | 0.617
5_1_grt | 1110 | 3.92 | 0.617
6_report | 1240 | 3.80 | 0.617
## critical path, stage by stage
cell and delay [ps]:
clkdlybuf4s50_1 470, buf_4 300, buf_4 300, mux4_1 330, a22oi_1 320, nand2_1 80
## metal layers
layer	vias to the layer above	wire, um	track usage
met5	-	0	0
met4	0	108	0.0241
met3	9	1270	0.136
met2	132	4800	0.320
met1	1234	3830	0.360
li1	1102	-	-
## cell families after synthesis
group                  synth area share
AOI/OAI and AO/OA                0.0228
and+or+nand+nor                  0.0338
buffers and inverters            0.0162
muxes                             0.151
DFF                               0.776
## power breakdown
group	switching, mW	internal, mW
Combinational	0.0842	0.0704
Clock	0.665	1.16
Sequential	0.00523	1.82
## final timing paths
| check | end | slack, ps | cells past startpoint |
|---|---|---|---|
| worst max register to register | r2.o[1]$_DFFE_PP_ | 1890 | 3 |
| worst min register to register | r1.o[1]$_DFFE_PP_ | 730 | 3 |
| worst max-delay path | r1.o[0]$_DFFE_PP_ | 1240 | 6 |
| worst min-delay path | r1.o[1]$_DFFE_PP_ | 730 | 3 |
Power and IR drop assume default switching activity.
